<file path="./run.sh">
#!/bin/bash
# OpenROAD 26Q1-2900-gdf79404cd8, Yosys 0.63+post, stock flow scripts
make -C /OpenROAD-flow-scripts/flow DESIGN_CONFIG=/design/flow/config.mk WORK_HOME=/design/flow/orfs finish
</file>
<file path="./config.mk">
export PLATFORM = sky130hd
export DESIGN_NAME = timer
export DESIGN_NICKNAME = timer
export VERILOG_FILES = /design/flow/design.v
export SDC_FILE = /design/flow/constraint.sdc
export NUM_CORES = 4
export LEC_CHECK = 1
export CORE_AREA = 10 10 91 91
export DIE_AREA = 0 0 101 101
</file>
<file path="./constraint.sdc">
current_design timer

set clk_period 3.8
set clk_io_pct 0.2

create_clock -name clk0 -period $clk_period [get_ports {i_clk}]

set non_clock_inputs [all_inputs -no_clocks]
set_input_delay [expr $clk_period * $clk_io_pct] -clock clk0 $non_clock_inputs
set_output_delay [expr $clk_period * $clk_io_pct] -clock clk0 [all_outputs]
</file>
<file path="./design.v">
`timescale 1ns/1ns
module timer(
	input i_reset_n,
	input i_clk,
	output [3:0] o_hour_h,
	output [3:0] o_hour_l,
	output [3:0] o_minute_h,
	output [3:0] o_minute_l,
	output [3:0] o_second_h,
	output [3:0] o_second_l
);
	reg [3:0] r_hour_h;
	reg [3:0] r_hour_l;
	reg [3:0] r_minute_h;
	reg [3:0] r_minute_l;
	reg [3:0] r_second_h;
	reg [3:0] r_second_l;
	assign o_hour_h = r_hour_h;
	assign o_hour_l = r_hour_l;
	assign o_minute_h = r_minute_h;
	assign o_minute_l = r_minute_l;
	assign o_second_h = r_second_h;
	assign o_second_l = r_second_l;
	always @(posedge i_clk, negedge i_reset_n)
	begin
		if(1'b0 == i_reset_n)
			r_second_l <= 4'd0;
		else
			if(4'd9 == r_second_l)
				r_second_l <= 4'd0;
			else
				r_second_l <= r_second_l + 4'd1;
	end
	always @(posedge i_clk, negedge i_reset_n)
	begin
		if(1'b0 == i_reset_n)
			r_second_h <= 4'd0;
		else
			if(4'd9 == r_second_l)
				if(4'd5 == r_second_h)
					r_second_h <= 4'd0;
				else
					r_second_h <= r_second_h + 4'd1;
	end
	always @(posedge i_clk, negedge i_reset_n)
	begin
		if(1'b0 == i_reset_n)
			r_minute_l <= 4'd0;
		else
			if(4'd9 == r_second_l && 4'd5 == r_second_h)
				if(4'd9 == r_minute_l || (4'd2 == r_hour_h && 4'd3 == r_hour_l))
					r_minute_l <= 4'd0;
				else
					r_minute_l <= r_minute_l + 4'd1;
	end
	always @(posedge i_clk, negedge i_reset_n)
	begin
		if(1'b0 == i_reset_n)
			r_minute_h <= 4'd0;
		else
			if(4'd9 == r_second_l && 4'd5 == r_second_h && 4'd9 == r_minute_l)
				if(4'd5 == r_minute_h)
					r_minute_h <= 4'd0;
				else
					r_minute_h <= r_minute_h + 4'd1;
	end
	always @(posedge i_clk, negedge i_reset_n)
	begin
		if(1'b0 == i_reset_n)
			r_hour_l <= 4'd0;
		else
			if(4'd9 == r_second_l && 4'd5 == r_second_h && 4'd9 == r_minute_l && 4'd5 == r_minute_h)
				if((4'd9 == r_hour_l) || (4'd2 == r_hour_h) && (4'd3 == r_hour_l))
					r_hour_l <= 4'd0;
				else
					r_hour_l <= r_hour_l + 4'd1;
	end
	always @(posedge i_clk, negedge i_reset_n)
	begin
		if(1'b0 == i_reset_n)
			r_hour_h <= 4'd0;
		else
			if(4'd9 == r_second_l && 4'd5 == r_second_h && 4'd9 == r_minute_l && 4'd5 == r_minute_h && 4'd3 == r_hour_l)
				begin
					if(4'd2 == r_hour_h)
						r_hour_h <= 4'd0;
				end
			else
				begin
					if(4'd9 == r_second_l && 4'd5 == r_second_h && 4'd9 == r_minute_l && 4'd5 == r_minute_h && 4'd9 == r_hour_l)
						r_hour_h <= r_hour_h + 4'd1;
				end
	end
endmodule
</file>
==> design notes <==
The tools report the source of the critical timing path as r_second_h[1]. The run gives 0.4127 mW as the power consumption. The run gives 2 as the maximum buffer depth of the clock tree. The data arrival time reported for the critical path is 2.39 ns.

The layout has 654 filler cells. The synthesized netlist occupies a cell area of 1280 µm². Per the synth log, the flip-flop and latch total comes to 24. The floorplan report gives the top-level pin count as 26.

At the later pin of the worst-skew pair, clock insertion delay measures 0.26 ns. With the global-route wire length before repair at 4.643 mm, the clock slew at the register clock pins of the worst setup and hold paths is 0.08 ns. The critical path launch point type was a flip-flop. H-tree level count: 1.

The iteration count recorded for the first detailed-route pass is 4. The synthesized netlist handed to floorplanning was reported with a cell count of 124. Setup slack on the critical path of the routed design comes to 1.568 ns. The mean post-synth cell area was 10.32 µm²; the fraction of registers with async set or reset after synthesis was 1.000. With the part of the total power dissipated in the clock network at 0.366, the core occupancy in the finished layout is 0.2629.

The number of hold-slack violations in the final timing report was 0; the width of the chip was 101 µm. The placed wire-length estimate after detailed placement came out at 2.144 mm. The vertical die dimension reported for this design is 101 µm. Routed via count: 980. In this run the remaining antenna-violating nets after routing total 0. TritonRoute reported its final design rule violation total as 0.

For the via count of the first global-routing pass, the log shows 934. The yosys stat chip area is 1280 µm², and the total buffers and inverters traversed by the critical path is 0. Across all stage logs, warnings added up to 28.

Sorting the synthesized cells by area gives the leading types as dfrtp_1 (47%), ha_1 (5.9%), nand3_1 (2.7%). By startpoint and endpoint, the worst setup path is classified as flip-flop to flip-flop. The post-route cell area was 1669 µm².

After floorplanning, the die was sized to cover 10200 µm². The violation count after the first detailed-route iteration was 62. According to the CTS report, the clock sink count is 24. For this run, the slowest stage of the critical path takes 0.53 ns. With the total setup buffers inserted after CTS at 0, the number of antenna violations at the first check in global routing is 0.

The total negative slack is 0 ns. The slowest stage cell on the critical path was or3_4. The number of hold buffers added after CTS is 0.

The run gives 0.05865 for the adder-cell share of the synthesized area. Placer's final routability congestion estimate: 0.8084. Setup repair after global routing left no endpoint under its margin.

For this run, the top clock speed supported by timing is 0.4480 GHz. Max-slew check failures listed in the final report amount to 0. Most instantiated library cell after synthesis: dfrtp_1. The tools report the core area as 6350 µm². The tools report the number of CTS-inserted buffers as 3.

The run gives 0.4692 for the share of synthesized area occupied by flip-flops and latches. The share of cells above drive strength 1 came out at 0.07947. The multiplexer share of the synthesized area was 0.02444; the power density over the cells was 247.2 nW/µm². Hold timing on the final database bottoms out at a slack of 0.5082 ns. Simple logic cell fraction of the synthesized area: 0.2307. In this run the power spent charging and discharging nets is 0.08508 mW. The floorplan has 29 rows. Per the CTS log, the root buffer master is clkbuf_8. After clock tree synthesis, the repair step resized 0 gates. For the total of warnings raised by yosys, the log shows 1. The reg2reg setup slack was 1.57 ns; the fraction of the core area occupied by cells at floorplan was 0.2016.

For this sky-water flow run, the detailed-routed wirelength per cell is reported as 12.61 µm. And-or/or-and share of the synthesized area: 0.1515. The maximum resistive drop on vdd was 0.0001197 V; the ratio of final minimum period to clock period was 0.5874. Counting flops with a built-in enable in the synthesized netlist gives 0. TritonCTS built the clock tree. The hold path startpoint is r_minute_h[3]. The run reported a max-capacitance violation count of 0. Timing analysis after detailed placement gives a worst setup slack of 1.560 ns.

The cell leakage power is 0.7402 nW. Final cell count without fillers: 228. Biggest area consumer among synthesized cells: dfrtp_1. Note that the worst hold path type here is flip-flop to flip-flop. The worst-margin pin slew works out to 0.7546 ns. The tools report the all-layer global routing usage as 0.05442. Largest combinational cell category by area: simple AND/OR/NAND/NOR gates.

The run gives 3.96 ns for the worst path required time. The area fraction of the dominant cell type after synthesis was 0.4692. In this design, the largest share of critical-path delay is due to simple AND/OR/NAND/NOR gates. The logs give 1628 µm² for the cell area after placement and 0.016 for the share of total power in combinational logic. The endpoint class of the critical path was a flip-flop. By count the netlist is led by dfrtp_1 (24), nand2_1 (8), inv_1 (7), nand3_1 (7), o21ai_0 (7).

The tools report the internal power as 0.3276 mW. For this run, the detailed router reports a per-instance via density of 4.298. The aggregate routed wire length was 2.876 mm; the fraction of power spent switching nets was 0.2062. For the power share of the sequential group, the log shows 0.618.

Along the worst path, the maximum fanout reaches 18. The synthesized netlist was found by Yosys to have 124 cells. The flow ran to the end, and the final reports show no timing, DRC or antenna violations. Global routing finished with a remaining overflow of 0. The headroom to the max-slew limit is 0.4898, and the signed area change from the synthesized netlist to the final layout is 30.40%. Counting tap cells, the placed design contains a total of 225 instances. Between clock sinks in the finished design, the worst skew comes to 0.002858 ns.

Entering global routing, the biggest net connects 25 pins. The xor and xnor fraction of the mapped netlist area works out to 0.03421. The post-layout minimum cycle time was 2.232 ns; the number of library cell types mapped by synthesis was 45. In this run the tool buffered the top-level ports with 25 buffer cells. In the final report, the number of endpoints failing setup comes to 0. The worst register-to-register path begins at r_second_h[1].

In the synthesized netlist the dominant register cell turns out to be dfrtp_1. For the antenna diode count, the log shows 0. The cell sequence reported for the critical path is nor4bb_1 -> nand2_1 -> or3_4 -> a221o_1.
==> power groups by stage <==
stage	clock (mW)	sequential, mW	combinational, mW
final	0.151	0.255	0.00660
after global routing	0.166	0.255	0.00802
after CTS	0.158	0.255	0.00729
==> placed cells by master (no fill, tap or decap), types with 2 or more instances in the layout <==
master and instances:
mux2i_1 2, ha_1 6, dfrtp_1 24, xor2_1 3, buf_4 2, nand2_1 8, nand3_1 7, a21o_1 2
nor3_1 5, o31ai_1 3, nand3b_1 3, nor2_1 4, nor4bb_1 2, o21ai_1 3, clkbuf_8 3, o21ai_0 7
a21oi_1 2, clkdlybuf4s50_1 25, nand2b_1 2, xnor2_1 2, or3_1 2, nor2b_1 4, inv_1 7
==> worst register-to-register path, cell delays in order (launching register included) <==
cell and delay, ns:
dfrtp_1 0.45, nor4bb_1 0.39, nand2_1 0.40, or3_4 0.53, a221o_1 0.35
==> worst paths after layout <==
check | end | cells past startpoint
max in group asynchronous | r_hour_h[0] | 2
max | r_hour_h[3] | 4
max reg2reg | r_hour_h[3] | 4
min in group asynchronous | r_hour_h[1] | 2
min reg2reg | r_minute_h[3] | 1
min | r_minute_h[3] | 1
==> sequential cells by signal, indices dropped and copies added, names as in the netlist <==
signal,cells
r_hour_l,4
r_minute_l,4
r_hour_h,4
r_second_h,4
r_second_l,4
r_minute_h,4
==> layout make-up <==
cell class	count	area (µm²)	share of cell area
Sequential cell	24	600.6	0.3598
Inverter	7	26.28	0.01574
Tap cell	77	96.34	0.05772
Timing Repair Buffer	27	265.3	0.1589
Clock buffer	3	41.29	0.02474
Multi-Input combinational cell	90	639.4	0.3831
==> cell families after synthesis <==
group           count (synthesis)
compound gates                 28
fa+ha+maj                       6
simple gates                   48
mux                             3
flops                          24
buf+inv                        10
xor+xnor                        5
==> routing by layer <==
metal | part of all wire | vias to the layer above | global-route usage
li1 | - | 507 | -
met1 | 0.48 | 451 | 0.07752
met2 | 0.44 | 18 | 0.08108
met5 | 0 | - | 0
met4 | 0.013 | 0 | 0.007503
met3 | 0.061 | 4 | 0.01733
Power is estimated from default activity; no workload was simulated.
