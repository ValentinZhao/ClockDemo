==> flow/design.v <==
`timescale 1ns/1ns
module seg_display_ctrl(
	input r_rst_n,
	input i_clk,
	input [3:0] i_hour_h,  
	input [3:0] i_hour_l,  
	input [3:0] i_minute_h,
	input [3:0] i_minute_l,
	input [3:0] i_second_h,
	input [3:0] i_second_l,
	output [7:0] o_seg_control,  
	output [7:0] o_seg_display   
);
	reg [3:0] r_display_data;
	reg [2:0] r_cnt;
	reg [7:0] r_seg_control;
	wire w_dp;
	wire [6:0] w_seg_display;
	seg_display I_seg_display(
		.i_data(r_display_data),
		.i_dp(1'b1),
		.o_seg(w_seg_display[6:0]),
		.o_dp(w_dp)
	);
	assign o_seg_display = {w_dp, w_seg_display};
	assign o_seg_control = r_seg_control;
	always @(posedge i_clk, negedge r_rst_n)
	begin
		if(1'b0 == r_rst_n)
			r_cnt <= 3'd0;
		else
			r_cnt <= r_cnt + 3'd1;
		end
	always @(*)
	begin
		case(r_cnt)
			3'd0: r_display_data = i_second_l;
			3'd1: r_display_data = i_second_h;
			3'd2: r_display_data = 4'hA;  
			3'd3: r_display_data = i_minute_l;
			3'd4: r_display_data = i_minute_h;
			3'd5: r_display_data = 4'hA;
			3'd6: r_display_data = i_hour_l;
			3'd7: r_display_data = i_hour_h;
			default: r_display_data = 4'hA;
		endcase
	end
	always @(*)
	begin
		case(r_cnt)
			3'd0: r_seg_control = 8'b01111111;
			3'd1: r_seg_control = 8'b10111111;
			3'd2: r_seg_control = 8'b11011111;
			3'd3: r_seg_control = 8'b11101111;
			3'd4: r_seg_control = 8'b11110111;
			3'd5: r_seg_control = 8'b11111011;
			3'd6: r_seg_control = 8'b11111101;
			3'd7: r_seg_control = 8'b11111110;
			default: r_display_data = 8'b11111111;
		endcase
	end
endmodule
module seg_display(
	input [3:0] i_data,
	input i_dp,
	output [6:0] o_seg,
	output o_dp
);
reg [6:0] r_seg;
assign o_dp = i_dp;
assign o_seg = r_seg;
always @(*)
	begin
		case(i_data)
			4'b0000:r_seg = 8'hc0;
			4'b0001:r_seg = 8'hf9;
			4'b0010:r_seg = 8'ha4;
			4'b0011:r_seg = 8'hb0;
			4'b0100:r_seg = 8'h99;
			4'b0101:r_seg = 8'h92;
			4'b0110:r_seg = 8'h82;
			4'b0111:r_seg = 8'hf8;
			4'b1000:r_seg = 8'h80;
			4'b1001:r_seg = 8'h90;
			4'b1010:r_seg = 8'hbf;
			default:r_seg = 8'hff;
		endcase
	end
endmodule
==> flow/run.sh <==
#!/bin/bash
# OpenROAD 26Q1-2900-gdf79404cd8, Yosys 0.63+post, stock flow scripts
make -C /OpenROAD-flow-scripts/flow DESIGN_CONFIG=/design/flow/config.mk WORK_HOME=/design/flow/orfs finish
==> flow/config.mk <==
export PLATFORM = sky130hd
export DESIGN_NAME = seg_display_ctrl
export DESIGN_NICKNAME = seg_display_ctrl
export VERILOG_FILES = /design/flow/design.v
export SDC_FILE = /design/flow/constraint.sdc
export NUM_CORES = 4
export LEC_CHECK = 1
export CORE_AREA = 10 10 70 70
export DIE_AREA = 0 0 80 80
==> flow/constraint.sdc <==
current_design seg_display_ctrl

set clk_period 2.2
set clk_io_pct 0.2

create_clock -name clk0 -period $clk_period [get_ports {i_clk}]

set non_clock_inputs [all_inputs -no_clocks]
set_input_delay [expr $clk_period * $clk_io_pct] -clock clk0 $non_clock_inputs
set_output_delay [expr $clk_period * $clk_io_pct] -clock clk0 [all_outputs]
==> ci_impl_report.md <==
## Implementation flow summary

| Metric | Value |
|---|---|
| Status | `completed` |
| Critical path's top delay family | `buffers and inverters` |
| Routed wire per std cell | `7.80 µm` |
| Num CTS Buffers | `3` |
| Maximum fanout along the worst path | `3` |
| Max FFs per register | `3` |
| Starting Density | `9.78%` |
| Fillers | `401` |
| Drc violations | `0` |
| First-pass GRT wire length | `1170 µm` |
| Die X | `80 µm` |
| Largest regs | `r_cnt x3` |
| Post-DP HPWL | `584 µm` |
| Post-route ant nets | `0` |
| Critical Path RT | `1.76 ns` |
| Syn-to-layout area delta | `70.0%` |
| Post-Syn Area per Cell | `8.79 µm²` |
| Cell taking the most area after synthesis | `dfrtp_1` |
| Post-route cell area | `568 µm²` |
| Placed cell areas | `444 µm²` |
| Setup Viol. Count Final | `0` |
| Synth Instances | `38` |
| Clock Sinks | `3` |
| Number of I/O port buffers | `9` |
| #FFs+latches synth | `3` |
| Number of max-cap violations | `0` |
| Period utilization | `97.0%` |
| Count of tool warnings | `53` |
| Total track usage | `2.15%` |
| Crit path time final | `2.13 ns` |
| Pin count of the biggest net entering global routing | `6` |
| Clock buffer depth | `2` |
| Fin Setup TNS | `0 ns` |
| Yosys warns | `10` |
| Mapped cell area | `334 µm²` |
| Synth unique cells | `13` |
| HP Class | `input port to async pin` |
| Maximum clock rate | `0.468 GHz` |
| Average via count per standard cell | `2.64` |
| Row count | `21` |
| DR vias | `251` |
| P_leak | `0.203 nW` |
| Iteration count of the initial detailed-routing pass | `3` |
| Worst vdd ir | `0.0000597 V` |
| Worst path arrival time | `1.69 ns` |
| GR Overflow Total | `0` |
| GPL Wtd Cong | `0.731` |
| Crit path kind | `register to output port` |
| Core Footprint | `3420 µm²` |
| Initial drt markers | `5` |
| CTS tree | `built` |
| Power Density | `269 nW/µm²` |
| Clock latency (worst-skew pair) | `0.23 ns` |
| Final Hold Fails | `0` |
| Share of layout cells above drive strength 1 | `36.7%` |
| RSZ-0062 raised after global routing | `false` |
| Slowest stage delay, CP | `0.42 ns` |
| Antenna violations before repair | `0` |
| Final Util | `16.6%` |
| H-Tree Depth | `1` |
| Clock-pin transition on the worst setup and hold timing paths | `0.04 ns` |
| Top cells, area | `dfrtp_1, ha_1, buf_4` |
| Vias in the first global route | `285` |
| Top-area cell share | `22.5%` |
| Die area | `6400 µm²` |
| CP cell instances | `inv_1 -> ha_4 -> a211oi_4 -> nand3b_1 -> clkdlybuf4s50_1` |
| Largest Register | `r_cnt` |
| Synth Seq Share | `22.5%` |
| Final Power | `0.000153 W` |
| Yosys stat area | `334 µm²` |
| Critical Path Sink Type | `output port` |
| Hold buffers post-CTS | `0` |
| Buf/Inv on CP | `2` |
| Highest-delay cell along the critical path | `clkdlybuf4s50_1` |
| Ant. Diodes | `0` |
| Total Wirelength | `741 µm` |
| DIE HEIGHT | `80 µm` |
| IO Count | `42` |
| Ys cells | `38` |
| Startpoint Class | `register` |
| Final tally of max-slew violations | `0` |
| Clock root buffer | `clkbuf_4` |
| Layout Skew | `0.00136 ns` |
==> power by group <==
group | total, W | switching (W) | internal (W)
combinational | 0.00000322 | 0.00000165 | 0.00000158
clock | 0.0000943 | 0.0000264 | 0.0000678
sequential | 0.0000555 | 0 | 0.0000555
==> cells in the mapped netlist <==
master and count:
nor2_1 2, conb_1 2, dfrtp_1 3, nor3_2 1, nand2_1 5, a211oi_2 1, nor4b_2 1, nand3b_1 2
a21bo_1 1, inv_1 4, ha_1 6, nor2b_1 2, buf_4 8
==> final timing paths <==
path                       startpoint  cells past startpoint  slack (ns)                to
max                          r_cnt[1]                      5        0.07  o_seg_control[4]
max in group asynchronous     r_rst_n                      1        1.65          r_cnt[2]
min reg2reg                  r_cnt[0]                      1        0.54          r_cnt[0]
max reg2reg                  r_cnt[1]                      3        1.18          r_cnt[2]
min in group clk0            r_cnt[0]                      1        0.54          r_cnt[0]
min                           r_rst_n                      1        0.39          r_cnt[0]
==> kinds of logic (layout without fill, tap and decap cells) <==
kind of cell / count (synthesis) / count (layout) / synth area share, %
buffers and inverters: 12 / 17 / 22.5
and+or+nand+nor: 13 / 13 / 23.6
DFF: 3 / 3 / 22.5
adders and majority gates: 6 / 6 / 22.5
other: 2 / 8 / 2.25
AOI/OAI and AO/OA: 2 / 2 / 6.74
==> cells in the final DEF, fill, tap and decap left out, types with 2 or more instances in the layout <==
cell / netlist / routed
conb_1: 2 / 8
nand2_1: 5 / 5
ha_4: 0 / 5
clkdlybuf4s50_1: 0 / 4
inv_1: 4 / 3
clkbuf_4: 0 / 3
dlygate4sd2_1: 0 / 3
dfrtp_2: 0 / 3
nor2b_2: 0 / 2
nand3b_1: 2 / 2
nor2_1: 2 / 2
dlymetal6s2s_1: 0 / 2
==> what timing repair did <==
| item | CTS | global route |
|---|---|---|
| endpoints found under the setup margin | 6 | 5 |
| pin swaps | 5 | 1 |
| gates resized | 14 | 11 |
| setup buffers | 0 | 0 |
==> metal layers <==
| metal | vias to the layer above | track usage, % | share of wire [%] |
|---|---|---|---|
| met3 | 0 | 2.05 | 20 |
| li1 | 126 | - | - |
| met2 | 13 | 3.05 | 39 |
| met5 | - | 0 | 0 |
| met1 | 112 | 2.20 | 41 |
| met4 | 0 | 0.704 | 0 |
==> cell type report <==
cell class	instances	area, µm²	area share (%)
Multi-Input combinational cell	29	299	52.6
Timing Repair Buffer	9	91.3	16.1
Sequential cell	3	78.8	13.9
Tap cell	46	57.6	10.1
Clock buffer	4	26.3	4.63
Inverter	4	15.0	2.64
==> metrics by stage <==
| step | hold slack [ns] | worst slack [ns] | cells |
|---|---|---|---|
| finish | 0.392 | 0.0651 | 95 |
| global route | 0.389 | 0.000407 | 95 |
| CTS | 0.383 | 0.0166 | 95 |
| detailed placement | 0.492 | 0.0854 | 91 |
| global placement | 0.484 | 0.0935 | 91 |
| floorplan | 0.144 | 0.614 | 44 |
Power figures rest on the tool's default switching activity, not on a simulated workload.
