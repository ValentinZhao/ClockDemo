## run.sh

```bash
#!/bin/bash
# OpenROAD 26Q1-2900-gdf79404cd8, Yosys 0.63+post, stock flow scripts
make -C /OpenROAD-flow-scripts/flow DESIGN_CONFIG=/design/flow/config.mk WORK_HOME=/design/flow/orfs finish
```

## config.mk

```make
export PLATFORM = sky130hd
export DESIGN_NAME = p_clk_div
export DESIGN_NICKNAME = p_clk_div
export VERILOG_FILES = /design/flow/design.v
export SDC_FILE = /design/flow/constraint.sdc
export NUM_CORES = 4
export LEC_CHECK = 1
export CORE_AREA = 10 10 70 70
export DIE_AREA = 0 0 80 80
```

## constraint.sdc

```tcl
current_design p_clk_div

set clk_period 2.1
set clk_io_pct 0.2

create_clock -name clk0 -period $clk_period [get_ports {i_clk}]

set non_clock_inputs [all_inputs -no_clocks]
set_input_delay [expr $clk_period * $clk_io_pct] -clock clk0 $non_clock_inputs
set_output_delay [expr $clk_period * $clk_io_pct] -clock clk0 [all_outputs]
```

## design.v

```verilog
`timescale 1ns/1ns
module p_clk_div
	#(
		parameter CONEFFCIENT = 12,
		parameter CNT_WIDTH = 4
	)
	(
		input i_reset_n,
		input i_clk,
		output o_div_clk
	);
	reg [CNT_WIDTH - 1:0] r_cnt;
	reg r_div_clk;
	assign o_div_clk = r_div_clk;
	always @(posedge i_clk, negedge i_reset_n)
	begin
		if(1'b0 == i_reset_n)
			r_cnt <= 2'd0;
		else
			if((CONEFFCIENT/2 - 1) == r_cnt)
				r_cnt <= 0;
			else
				r_cnt <= r_cnt + 1;
	end
	always @(posedge i_clk, negedge i_reset_n)
	begin
		if(1'b0 == i_reset_n)
			r_div_clk <= 1'b0;
		else
			if((CONEFFCIENT/2 - 1) == r_cnt)
				r_div_clk <= ~r_div_clk;
	end
endmodule
```

==> run notes <==
Implementation summary

The worst hold margin is 0.392 ns. The number of global-route vias before repair is around 130. The power report attributes to the clock group a share of 52.7%.

The data required time of the critical path is between 1.5 and 2 ns. Max fanout on the critical path was recorded as 2. The sequential cells in the finished layout cover a total of roughly 130 µm². Yosys reported a register bit count of 5. Routability-driven placement finished with a final weighted congestion of ~0.74. The top logic cell by instance count in the layout is dfrtp_1. The slew at the pin with the worst max-slew slack is around 0.25 ns. The critical setup path kind is register to output pin. After layout, the setup clock skew is reported as about 0.0065 ns. The first detailed-routing pass ran for 2 iterations.

The beginning of the worst register-to-register path is r_cnt[0]$_DFF_PN0_. The wire-length estimate of the detail-placed layout is about 240 µm. The chip footprint is ~6400 µm². The area growth from synthesis to layout is 50.3%.

The region available for standard cell placement spans between 3000 and 4000 µm². After detailed routing, the met2 layer carries between 100 and 150 µm of wire. The fraction of the mapped netlist area in compound gates is 7.27%. Counting the fill cells in the layout gives just under 400. Row generation in the floorplan step produced 21 rows. The worst register-to-register path has a setup slack of between 1 and 1.5 ns. The dominant kind of combinational cell is simple AND/OR/NAND/NOR gates. After synthesis, flip-flops and latches occupy about three fifths of the total area. The part of the power in registers is 45.8%. The routed length per instance is roughly 4.6 µm. The worst-case IR drop observed on VDD is about 0.23 mV.

The synthesis report lists the most area-consuming cells as dfrtp_1, nor4b_2, mux2_2. After synthesis the cells add up to a little over 200 µm². The script logs the ratio of routed vias to standard cells as around 1.9.

Per the OpenROAD floorplan log, the width of the die is around 80 µm. In the layout the commonest cells are dfrtp_1, clkbuf_4, o21ai_0, clkdlybuf4s50_1. From bottom edge to top edge, the die measures roughly 80 µm. The number of design-rule violations left by the first detailed-router iteration is 4. The maximum clock insertion buffer count is 2. The yosys synthesis chip area is 206 µm².

Per the synthesis report, the adder-cell share of the synthesized area is 0%. The post-synthesis cell type with the largest combined area is dfrtp_1. The count of unique library cells instantiated by Yosys is 12. The design draws 211 µW. The power report lists cell-internal power as ~170 µW. The end of the worst register-to-register path is r_div_clk$_DFFE_PN0N_.

The clock-pin transition on the worst setup and hold timing paths is 0.05 ns. The clock tree from TritonCTS is done. The first global-routing pass estimated 503 µm of wire. The final cycle utilization of the critical path is roughly 71%. The final-report hold violation count is 0. The run finished with clean final reports. The type of destination of the critical path is an output pin. The multiplexer share of the synthesized area is under 10%. Counting every sink on the clock net gives 5. The worst register-to-register path depth is 3.

The buffer_ports step reported a buffer count of 2. Summed over all cells, the static leakage comes to 0.119 nW. The cell type group with the largest total delay on the critical path is buffers and inverters. OpenSTA lists the critical path startpoint as r_div_clk$_DFFE_PN0N_. For this design the ratio of total power to cell area is 682 nW/µm². The highest clock rate this design can be run at is roughly 670 MHz. The synthesized area per cell is 12.1 µm².

The standard cell with the maximum stage delay on the critical path is clkdlybuf4s50_1. Of the cells placed in the final design, the portion with a size suffix greater than 1 is a little over a quarter. Signal routing reaches up to met3. The proportion of total power due to net switching is 19.5%.

The I/O pin total is 3. The relative max-transition margin is 83.4%. In the final report, the number of pins over their slew limit comes to 0.

The shortest clock period the worst path allows after layout is approximately 1.5 ns. Per the synthesis report, the single largest cell type by area occupies a little over 60% of cell area. Per the layout area report, the combinational gate area comes to roughly 74 µm².

Nets still carrying antenna violations after routing amount to 0. For this run the aggregate overflow at the end of global routing stands at 0. In this run the maximum-capacitance check reported violations numbering 0. Per the post-run analysis, buffers plus inverters along the critical path come to 1. Per the TritonCTS log, the buffer count is 3.

The final timing report gives a worst setup slack of ~0.61 ns. In the routed netlist, the antenna diode instances number 0. The largest net degree at the start of global routing is 7.

Prior to clock tree synthesis, the placed netlist has a worst setup slack of 0.856 ns. The total negative setup slack is 0 ns. In the routed design, unresolved DRC markers number 0. The number of antenna violations at the first check in global routing is 0. The synthesis report lists the Yosys warning total as 1. For this run, the share of the core covered by cells in the final layout is 9.08%. The final timing report counts setup violations totalling 0. The post-synthesis simple-gate area fraction is ~15%. The cell sequence reported for the critical path is clkdlybuf4s50_1.

Post-CTS timing repair inserted 0 buffers for setup. Clock tree synthesis selected as its root buffer the cell clkbuf_4. The hold buffer count at cts is 0. Setup repair after global routing left no endpoint under its margin. Detailed routing inserted a total of 130 vias. The total number of warnings across the stage logs is 25.

The share of the core area taken by cells at floorplan is 6.04%. The routed wirelength on the met1 layer is recorded as 160 µm. The clock latency of the later-clocked register in the worst-skew pair is approximately 0.25 ns. In this run, post-CTS repair resized a total of 0 instances. The detailed router reports a met3 wire length of roughly 29 µm. The proportion of power drawn by combinational gates is between 1.5 and 2%.

The worst min-delay path class is primary input to asynchronous set/reset pin. The overall track demand over capacity in global routing is approximately 1%. Synthesis produced 17 cells. The routed wire length is 319 µm. Looking at the clock tree report, the H-tree level count equals 1.

On the critical path the data arrives at between 1 and 1.5 ns. The switching component of the power was reported as slightly above 40 µW. The fraction of synthesized cell area in xor and xnor cells is ~8.5%. STA classifies the critical path startpoint as a register. In this design, the stage delay of the slowest critical-path cell is between 0.4 and 0.5 ns. The cell count listed in synth_stat.txt is 17.
cell type report:
| type | count | share of cell area [%] |
|---|---|---|
| multi-input combinational | 10 | 23.8 |
| tap | 46 | 18.5 |
| timing repair buffer | 2 | 6.45 |
| inverter | 2 | 2.42 |
| sequential | 5 | 40.3 |
| clock buffer | 4 | 8.47 |
flip-flops by register name, summed over array words and instances, names as in the netlist:
signal	flops
r_cnt	4
r_div_clk	1
cell usage after synthesis:
master and instances:
dfrtp_1 5, o21ai_0 2, a21oi_1 1, inv_1 1, inv_2 1, mux2_2 1
nand2_1 1, nand3_1 1, nor2b_1 1, nor4b_2 1, xnor2_1 1, xor2_1 1
how the worst max path moves through the flow:
stage / endpoint / slack [ns] / cells after the start
4_1_cts: o_div_clk / 0.60 / 1
5_1_grt: o_div_clk / 0.58 / 1
6_report: o_div_clk / 0.61 / 1
power groups by stage:
stage         clock, mW  sequential, mW  combinational, mW
finish            0.111          0.0968            0.00336
global route      0.123          0.0966            0.00400
CTS               0.115          0.0967            0.00348
through the flow:
stage          std cells  instance area (µm²)
3_3_place_gp          65                  284
3_5_place_dp          65                  284
5_1_grt               69                  310
4_1_cts               69                  310
2_1_floorplan         17                  206
6_report              69                  310
cell families (layout without fill, tap and decap cells):
| kind of cell | Yosys count | in the layout |
|---|---|---|
| and+or+nand+nor | 4 | 4 |
| buffers and inverters | 2 | 8 |
| muxes | 1 | 1 |
| AOI/OAI and AO/OA | 3 | 3 |
| xor gates and xnor gates | 2 | 2 |
| DFF | 5 | 5 |
per-layer routing:
layer,GRT usage [%],vias up
met2,1.20,3
met1,1.21,59
met3,0.909,0
li1,-,68
met4,0.352,0
met5,0,-
Power is estimated from default activity; no workload was simulated.
